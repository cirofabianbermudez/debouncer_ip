File: run.sh
#!/bin/bash
# OpenROAD 26Q1-2900-gdf79404cd8, Yosys 0.63+post, stock flow scripts
make -C /OpenROAD-flow-scripts/flow DESIGN_CONFIG=/design/flow/config.mk WORK_HOME=/design/flow/orfs finish
File: config.mk
export PLATFORM = sky130hd
export DESIGN_NAME = debouncer
export DESIGN_NICKNAME = debouncer
export VERILOG_FILES = /design/flow/design.v
export SDC_FILE = /design/flow/constraint.sdc
export NUM_CORES = 4
export LEC_CHECK = 1
export CORE_AREA = 10 10 71 71
export DIE_AREA = 0 0 81 81
File: constraint.sdc
current_design debouncer

set clk_period 2.8
set clk_io_pct 0.2

create_clock -name clk0 -period $clk_period [get_ports {clk_i}]

set non_clock_inputs [all_inputs -no_clocks]
set_input_delay [expr $clk_period * $clk_io_pct] -clock clk0 $non_clock_inputs
set_output_delay [expr $clk_period * $clk_io_pct] -clock clk0 [all_outputs]
File: design.v
`timescale 1ns / 100ps
module debouncer #(
    parameter int ClkFreq    = 100_000_000,
    parameter int StableTime = 10
) (
    input  logic clk_i,
    input  logic rst_i,
    input  logic sw_i,
    output logic db_level_o,
    output logic db_tick_o
);
  logic ff1, ff2, ff3, ff4;
  logic ena_cnt, clear_cnt;
  always_ff @(posedge clk_i, posedge rst_i) begin
    if (rst_i) begin
      ff1 <= 'd0;
      ff2 <= 'd0;
    end else begin
      ff1 <= sw_i;
      ff2 <= ff1;
    end
  end
  assign clear_cnt = ff1 ^ ff2;
  localparam int CounterMax = ClkFreq * StableTime / 1_000_000;
  localparam int CounterWidth = $clog2(CounterMax);
  logic [CounterWidth-1:0] cnt;
  always_ff @(posedge clk_i, posedge rst_i) begin
    if (rst_i) begin
      cnt <= 'd0;
    end else begin
      if (clear_cnt) begin
        cnt <= 'd0;
      end else if (~ena_cnt) begin
        cnt <= cnt + 1'b1;
      end
    end
  end
  assign ena_cnt = (cnt == CounterMax[CounterWidth-1:0] - 1) ? 1'b1 : 1'b0;
  always_ff @(posedge clk_i, posedge rst_i) begin
    if (rst_i) begin
      ff3 <= 'd0;
    end else if (ena_cnt) begin
      ff3 <= ff2;
    end
  end
  assign db_level_o = ff3;
  always_ff @(posedge clk_i, posedge rst_i) begin
    if (rst_i) begin
      ff4 <= 'd0;
    end else if (ena_cnt) begin
      ff4 <= ~ff3 & ff2;
    end
  end
  assign db_tick_o = ff4;
endmodule
==> flow_summary.ini <==
; yosys + openroad results
[power_and_ir_drop]
comb_power_share = 0.074
internal_power_mw = 0.3184
seq_power_share = 0.539
p_sw_frac = 0.2159
ir_drop_v = 0.0003600
power.leakage_nw = 0.3090
cellPowerDensity_nw_per_um2 = 504.6
switchingPower_mw = 0.08765
pwr-share-clk = 0.387

[clock_network]
cts_tree = built
post_cts_buffers = 0
cts_hold_buf = 0
cts_buffers = 3
htree_levels = 1
clk_pin_slew_ns = 0.05
clock-sinks = 14
clock_latency_ns = 0.24
clock_path_buffers = 2
cts_resized = 0
clockRootBuffer = clkbuf_8

[setup_path]
crit_fanout = 6
worstPathRequired_ns = 2.92
worstSetupPathType = reg -> reg
critPathTopFamily = simple AND/OR/NAND/NOR gates
cp_slowest_cell = nor4_4
startpoint_type = flip-flop
slowest_delay_ns = 0.46
worst-path-buf-inv = 0
crit_chain = ha_1 > nand2_1 > nor4_4 > mux2_2
endpoint_kind = flip-flop
arrival_ns = 1.78

[synthesis]
ys_seq_frac = 0.5283
syn_area_per_cell_um2 = 10.87
ys_sh_mux = 0.06415
yosysTopAreaCell = dfrtp_1
synth-main-ff-cell = dfrtp_1
ys_sh_simple = 0.2358
netlist.area_leader.share = 0.5283
syn_inst = 61
xor_share = 0.03962
aoi_share = 0.1019
top_cells_by_area = dfrtp_1 53%, a21oi_1 3.8%, mux2_2 3.4%
yosys_cells = 61
synth_cell_types = 23
netlist_logic_family_top = simple AND/OR/NAND/NOR gates
synth_area_um2 = 663.1
adder_share = 0.01887
yosysWarnings = 1
synth-seq-cells = 14
ys_chip_area_um2 = 663.1
edf_count = 0
async_flop_share = 1.000

[grt]
grt.total_usage = 0.03423
grt_pass1_wl_mm = 1.821
grt_pass1_vias = 405
antenna_found_initial = 0
grt_max_degree = 15
overflow = 0

[sta]
slew_headroom = 0.6105
max_freq_ghz = 0.6008
rsz0062_at_grt = no
skew_ns = 0.002989
setup_violations = 0
finalCritPeriodShare = 0.5944
worstMarginPinSlew_ns = 0.5823
maxSlewViolCount = 0
hold_viol_final = 0
timing.final.ws_setup_ns = 1.136
setup_tns_ns = 0
fin_crit_ns = 1.664

[layout]
area_delta_synth_final_pct = 21.32
drive_gt1_frac = 0.1176
layout_top_cell = dfrtp_1
layout_top_cells = 14 x dfrtp_1, 6 x nand2_1, 5 x a21oi_1
final_core_util = 0.2214
postLayoutCellArea_um2 = 804.5

[floorplan]
die_h_um = 81
fp-utilization = 0.1825
dieWidth_um = 81
core_area_um2 = 3633
rows = 22
num_io_pins = 5
die_area_um2 = 6561

[drt]
routed_wirelength_mm = 1.071
vias = 451
via_per_inst = 3.888
drc = 0
wl_per_cell_um = 9.233
drtIter0Drc = 0
ant_nets = 0
firstDrtPassIters = 1
antenna-diode-count = 0

[placement]
dpl_cell_area_um2 = 763.2
place.gp.congestion = 0.7620
place_ws_ns = 1.132
io_buffers = 4
hpwl_um = 755.1

[run]
warnings = 25
cap_violations = 0

[run_status]
status = finished, final reports clean

[hold_path]
hold_class = reg -> reg
==> cells in the mapped netlist (2+ instances only) <==
library cell  count
xor2_1            2
a21oi_1           5
o21ai_0           4
dfrtp_1          14
nand2_1           6
o31ai_1           2
or4_1             2
nor2_1            3
mux2i_1           2
or3_1             3
mux2_2            2
inv_1             2
nand3_1           4
==> worst paths after layout <==
kind	cells after the start	slack, ns	to	start
min reg2reg	0	0.44	ff2	ff1
min	0	0.44	ff2	ff1
max in group asynchronous	2	1.80	ff3	rst_i
max	4	1.14	ff4	cnt[0]
max reg2reg	4	1.14	ff4	cnt[0]
min in group asynchronous	2	0.65	cnt[4]	rst_i
==> stage by stage <==
stage / cells / hold WS (ns) / total power [mW]
after floorplan: 61 / 0.4095 / 0.2433
after global placement: 113 / 0.4239 / 0.2514
after detailed placement: 113 / 0.4311 / 0.2528
after CTS: 116 / 0.4433 / 0.4122
after global routing: 116 / 0.4493 / 0.4283
final: 116 / 0.4362 / 0.4060
==> per-layer routing <==
layer	vias to the layer above	wire length [um]	GRT usage
li1	235	-	-
met1	207	494	0.04378
met2	7	472	0.05096
met3	2	88	0.01893
met4	0	16	0.005190
met5	-	0	0
==> area by class of cell <==
type	instances	area, um2
fillers	397	2829
flip-flops and latches	14	350.3
multi-input cells	45	305.3
well taps	48	60.06
clock buffers	3	41.29
repair buffers	4	40.04
inverters	2	7.507
==> worst reg2reg max path: cells and delay by family (launching register included) <==
| family | cells | cell delay (ns) |
|---|---|---|
| adder cells (fa/ha/maj) | 1 | 0.21 |
| flip-flops | 1 | 0.37 |
| multiplexers | 1 | 0.39 |
| AND/OR/NAND/NOR | 2 | 0.58 |
==> sequential cells by signal, indices dropped and copies added, names as in the netlist <==
signal / flops
cnt: 10
ff4: 1
ff3: 1
ff2: 1
ff1: 1
==> kinds of logic after synthesis <==
group | after synthesis
flops | 14
mux | 4
compound gates | 12
buf+inv | 2
simple gates | 25
xor+xnor | 3
fa+ha+maj | 1
==> power groups by stage <==
| stage | sequential, mW | combinational, mW | clock [mW] |
|---|---|---|---|
| CTS | 0.219 | 0.0309 | 0.162 |
| global route | 0.220 | 0.0353 | 0.173 |
| finish | 0.219 | 0.0302 | 0.157 |
Power and IR drop assume default switching activity.
